--- design.v ---
module i2c_init (
    clk_n,
    rst,
    sclk,
    sdat,
    finish
);
input clk_n;
input rst;
output sclk;
output sdat;
output finish;
localparam DATA_LEN = 22;
reg [8:0] init_data [DATA_LEN-1:0];
localparam [3:0]
    STATE_IDLE=4'd0,
    STATE_START=4'd1,
    STATE_RUN_1=4'd2,
    STATE_RUN_2=4'd3,
    STATE_RUN_3=4'd4,
    STATE_ACK_1=4'd5,
    STATE_ACK_2=4'd6,
    STATE_ACK_3=4'd7,
    STATE_STOP=4'd8,
    STATE_FINISH=4'd9;
reg [4:0] data_idx_r, data_idx_w;
reg [2:0] bit_idx_r, bit_idx_w;
reg [3:0] state_r, state_w;
reg [7:0] buffer_r, buffer_w;
reg sdat_r, sdat_w;
assign sdat = sdat_w;
assign sclk = (state_r == STATE_RUN_1 || state_r == STATE_RUN_2 || state_r == STATE_ACK_1 || state_r == STATE_ACK_2) ? 1'b0 : 1'b1;
assign finish = state_r == STATE_FINISH;
always @(*) begin
    data_idx_w = data_idx_r;
    bit_idx_w = bit_idx_r;
    state_w = state_r;
    sdat_w = sdat_r;
    buffer_w = buffer_r;
    case (state_r)
        STATE_IDLE: begin
            if (bit_idx_r == 3'd1) begin
                state_w = STATE_START;
            end
            bit_idx_w = bit_idx_r + 1;
        end
        STATE_START: begin
            state_w = STATE_RUN_1;
            data_idx_w = 5'd0;
            bit_idx_w = 3'd0;
            buffer_w = init_data[0];
            sdat_w = 1'b0;
        end
        STATE_RUN_1: begin
            state_w = STATE_RUN_2;
        end
        STATE_RUN_2: begin
            state_w = STATE_RUN_3;
            sdat_w = buffer_r[7];
        end
        STATE_RUN_3: begin
            if (bit_idx_r == 3'd7) begin
                state_w = STATE_ACK_1;
            end
            else begin
                bit_idx_w = bit_idx_r+1;
                state_w = STATE_RUN_1;
            end
            buffer_w = buffer_r << 1;
        end
        STATE_ACK_1: begin
            state_w = STATE_ACK_2;
        end
        STATE_ACK_2: begin
            state_w = STATE_ACK_3;
            sdat_w = 1'bz;
        end
        STATE_ACK_3: begin
            if (data_idx_r == DATA_LEN-1) begin
                state_w = STATE_STOP;
            end
            else begin
                state_w = STATE_RUN_1;
                data_idx_w = data_idx_r + 1;
                bit_idx_w = 0;
                buffer_w = init_data[data_idx_w];
            end
            sdat_w = 1'bz;
        end
        STATE_STOP: begin
            state_w = STATE_FINISH;
            sdat_w = 1'b0;
        end
        STATE_FINISH: begin
            sdat_w = 1'b1;
        end
    endcase
end
always @(negedge clk_n or negedge rst) begin
    if (rst == 1'b0) begin
        data_idx_r <= 5'd0;
        bit_idx_r <= 3'd0;
        state_r <= STATE_IDLE;
        buffer_r <= 8'd0;
        sdat_r <= 1'b1;
    end
    else begin
        init_data[0]   <= {8'b00000000};
        init_data[1]   <= {8'b10010111};
        init_data[2]   <= {8'b00000010};
        init_data[3]   <= {8'b10010111};
        init_data[4]   <= {8'b00000100};
        init_data[5]   <= {8'b01111001};
        init_data[6]   <= {8'b00000110};
        init_data[7]   <= {8'b01111001};
        init_data[8]   <= {8'b00001000};
        init_data[9]   <= {8'b00010101};
        init_data[10]  <= {8'b00001010};
        init_data[11]  <= {8'b00000000};
        init_data[12]  <= {8'b00001100};
        init_data[13]  <= {8'b00000000};
        init_data[14]  <= {8'b00001110};
        init_data[15]  <= {8'b00000010};
        init_data[16]  <= {8'b00010000};
        init_data[17]  <= {8'b00001100};
        init_data[18]  <= {8'b00010010};
        init_data[19]  <= {8'b00000001};
        init_data[20]  <= {8'b00011110};
        init_data[21]  <= {8'b00000000};
        data_idx_r <= data_idx_w;
        bit_idx_r <= bit_idx_w;
        state_r <= state_w;
        buffer_r <= buffer_w;
        sdat_r <= sdat_w;
    end
end
endmodule
module i2s_read(
    clk_p,
    rst,
    adclrc,
    adcdat,
    data,
    data_en
);
input clk_p;
input rst;
input adclrc;
input adcdat;
output [15:0] data;
output data_en;
localparam [2:0]
    STATE_IDLE = 3'd0,
    STATE_LEFT = 3'd1,
    STATE_LEFT_WAIT = 3'd2,
    STATE_RIGHT_WAIT = 3'd3;
reg [2:0] state_r, state_w;
reg [3:0] counter_r, counter_w;
reg [15:0] buffer_r, buffer_w;
reg data_en_r, data_en_w;
assign data = buffer_r;
assign data_en = data_en_r;
always @(*) begin
    state_w = state_r;
    counter_w = counter_r;
    buffer_w = buffer_r;
    data_en_w = data_en_r;
    case (state_r)
        STATE_IDLE:
            if (adclrc == 1'b0) begin
                state_w = STATE_LEFT_WAIT;
            end
        STATE_LEFT: begin
            if (counter_r == 4'd15) begin
                data_en_w = 1'b1;
                state_w = STATE_LEFT_WAIT;
            end
            counter_w = counter_r + 1;
            buffer_w = {buffer_r[14:0], adcdat};
        end
        STATE_LEFT_WAIT: begin
            data_en_w = 1'b0;
            if (adclrc == 1'b1) begin
                state_w = STATE_RIGHT_WAIT;
                counter_w = 4'd0;
                buffer_w = 16'd0;
            end
        end
        STATE_RIGHT_WAIT: begin
            if (adclrc == 1'b0) begin
                state_w = STATE_LEFT;
                counter_w = 4'd0;
                buffer_w = 16'd0;
            end
        end
    endcase
end
always @(posedge clk_p or negedge rst) begin
    if (rst == 1'b0) begin
        state_r <= STATE_IDLE;
        counter_r <= 4'd0;
        buffer_r <= 16'd0;
        data_en_r <= 1'b0;
    end
    else begin
        state_r <= state_w;
        counter_r <= counter_w;
        buffer_r <= buffer_w;
        data_en_r <= data_en_w;
    end
end
endmodule
module i2s_write(
    clk_n,
    rst,
    daclrc,
    dacdat,
    data
);
input clk_n;
input rst;
input daclrc;
input [15:0] data;
output reg dacdat;
localparam [2:0]
    STATE_IDLE = 3'd0,
    STATE_LEFT = 3'd1,
    STATE_LEFT_WAIT = 3'd2,
    STATE_RIGHT = 3'd3,
    STATE_RIGHT_WAIT = 3'd4;
reg [2:0] state_r, state_w;
reg [3:0] counter_r, counter_w;
reg [15:0] buffer_r, buffer_w;
reg [15:0] next_r, next_w;
reg daclrc_new_r, daclrc_new_w;
always @(*) begin
    state_w = state_r;
    counter_w = counter_r;
    buffer_w = buffer_r;
    next_w = data;
    dacdat = 1'b0;
    daclrc_new_w = daclrc;
    case (state_r)
        STATE_IDLE:
            if (daclrc_new_r == 1'b0) begin
                state_w = STATE_LEFT_WAIT;
            end
            else begin
                state_w = STATE_RIGHT_WAIT;
            end
        STATE_LEFT: begin
            if (counter_r == 4'd15) begin
                state_w = STATE_LEFT_WAIT;
            end
            counter_w = counter_r + 1;
            dacdat = buffer_r[15];
            buffer_w = {buffer_r[14:0], 1'b0};
        end
        STATE_LEFT_WAIT: begin
            if (daclrc_new_r == 1'b1) begin
                state_w = STATE_RIGHT;
                counter_w = 4'd0;
                buffer_w = next_r;
            end
        end
        STATE_RIGHT: begin
            if (counter_r == 4'd15) begin
                state_w = STATE_RIGHT_WAIT;
            end
            counter_w = counter_r + 1;
            dacdat = buffer_r[15];
            buffer_w = {buffer_r[14:0], 1'b0};
        end
        STATE_RIGHT_WAIT: begin
            if (daclrc_new_r == 1'b0) begin
                state_w = STATE_LEFT;
                counter_w = 4'd0;
                buffer_w = next_r;
            end
        end
    endcase
end
always @(negedge clk_n or negedge rst) begin
    if (rst == 1'b0) begin
        state_r <= STATE_IDLE;
        counter_r <= 4'd0;
        buffer_r <= 16'd0;
        next_r <= 16'd0;
    end
    else begin
        state_r <= state_w;
        counter_r <= counter_w;
        buffer_r <= buffer_w;
        next_r <= next_w;
    end
end
always @(posedge clk_n or negedge rst) begin
    if (rst == 1'b0) begin
        daclrc_new_r <= 1'b0;
    end
    else begin
        daclrc_new_r <= daclrc_new_w;
    end
end
endmodule
module top(
    rst,
    sclk,
    sdat,
    mclk,
    bclk,
    adclrc,
    daclrc,
    adcdat,
    dacdat,
    channel
);
input rst;
input mclk;  
input bclk;  
input adclrc;  
input daclrc;  
input adcdat;
input [1:0] channel;
output sclk;
output sdat;
output dacdat;
wire i2c_finish;
wire [15:0] audio_raw;
wire audio_raw_en;
reg [2:0] state_r, state_w;
reg audio_ready_r, audio_ready_w;
reg [2:0] counter_r, counter_w;
reg [3:0] counter_12_r, counter_12_w;
reg [5:0] counter_64_r, counter_64_w;
reg [4:0] counter_32_r, counter_32_w;
reg [6:0] transmit_idx_r, transmit_idx_w;
reg [15:0] buffer_r[0:79], buffer_w[0:79]; 
reg [15:0] tofft_pre_r, tofft_pre_w;
reg [15:0] tofft_next_r, tofft_next_w;
reg transmitting_w, transmitting_r;
i2c_init i2c_init_0(.clk_n(mclk), .rst(rst), .sclk(sclk), .sdat(sdat), .finish(i2c_finish));
i2s_read i2s_read_0(.clk_p(bclk), .rst(i2c_finish), .adclrc(adclrc), .adcdat(adcdat), .data(audio_raw), .data_en(audio_raw_en));
i2s_write i2s_write_0(.clk_n(bclk), .rst(i2c_finish), .daclrc(daclrc), .dacdat(dacdat), .data(buffer_r[79]));
localparam [2:0]
    STATE_INIT=3'd0,
    STATE_GET_AUDIO=3'd1,
    STATE_GET_AUDIO_WAIT=3'd2,
    STATE_PROCESS=3'd3,
    STATE_PLAY_AUDIO=3'd4,
    STATE_STOP=3'd5,
    STATE_FINISH=3'd6;
integer i;
always @(*) begin
    state_w = state_r;
    audio_ready_w = audio_ready_r;
    counter_w = counter_r;
    counter_64_w = counter_64_r;
    counter_12_w = counter_12_r;
    counter_32_w = counter_32_r;
    tofft_pre_w = tofft_pre_r;
    tofft_next_w = tofft_next_r;
    transmitting_w = transmitting_r;
    transmit_idx_w = transmit_idx_r;
    for (i=0; i<80; i=i+1) begin
        buffer_w[i] = buffer_r[i];
    end
    case (state_r)
        STATE_INIT: begin
            if (i2c_finish == 1'b1) begin
                state_w = STATE_GET_AUDIO;
            end
        end
        STATE_GET_AUDIO: begin
            if (audio_raw_en) begin
                counter_w = 3'd0;
                state_w = STATE_GET_AUDIO_WAIT;
                for (i=0; i<79; i=i+1) begin
                    buffer_w[i] = buffer_r[i+1];
                end
                buffer_w[79] = audio_raw;
                counter_12_w = counter_12_r + 1;
                if (counter_12_w == 4'd12) begin
                    counter_12_w = 4'd0;
                    counter_32_w = 5'd0;
                    counter_64_w = 6'd0;
                    transmitting_w = 1'b1;
                    transmit_idx_w = 6'd0;
                end
            end
        end
        STATE_GET_AUDIO_WAIT: begin
            if (counter_r == 3'd5) begin
                state_w = STATE_GET_AUDIO;
            end
            counter_w = counter_r + 1;
        end
    endcase
    if (transmitting_r) begin
        tofft_pre_w = buffer_r[transmit_idx_r];
        tofft_next_w = buffer_r[transmit_idx_r+16];
        if (counter_32_r == 5'd31) begin
            if (counter_64_r == 6'd63) begin
                transmitting_w = 1'b0;
                tofft_pre_w = 16'd0;
                tofft_next_w = 16'd0;
            end
            if (~(state_r == STATE_GET_AUDIO && audio_raw_en)) begin
                transmit_idx_w = transmit_idx_r + 1;
            end
            counter_64_w = counter_64_r + 1;
        end
        counter_32_w = counter_32_r + 1;
    end
end
always @(posedge mclk or negedge rst) begin
    if (rst == 1'b0) begin
        state_r <= STATE_INIT;
        audio_ready_r <= 1'b0;
        counter_r <= 3'd0;
        counter_12_r <= 4'd0;
        counter_64_r <= 6'd0;
        counter_32_r <= 5'd0;
        transmitting_r <= 1'd0;
        transmit_idx_r <= 7'd0;
        tofft_pre_r <= 16'd0;
        tofft_next_r <= 16'd0;
        for (i=0; i<80; i=i+1) begin
            buffer_r[i] <= 16'd0;
        end
    end
    else begin
        state_r <= state_w;
        audio_ready_r <= audio_ready_w;
        counter_r <= counter_w;
        counter_12_r <= counter_12_w;
        counter_64_r <= counter_64_w;
        counter_32_r <= counter_32_w;
        transmitting_r <= transmitting_w;
        transmit_idx_r <= transmit_idx_w;
        tofft_pre_r <= tofft_pre_w;
        tofft_next_r <= tofft_next_w;
        for (i=0; i<80; i=i+1) begin
            buffer_r[i] <= buffer_w[i];
        end
    end
end
endmodule
--- run.sh ---
#!/bin/bash
# OpenROAD 26Q1-2900-gdf79404cd8, Yosys 0.63+post, stock flow scripts
make -C /OpenROAD-flow-scripts/flow DESIGN_CONFIG=/design/flow/config.mk WORK_HOME=/design/flow/orfs finish
--- config.mk ---
export PLATFORM = sky130hd
export DESIGN_NAME = top
export DESIGN_NICKNAME = top
export VERILOG_FILES = /design/flow/design.v
export SDC_FILE = /design/flow/constraint.sdc
export NUM_CORES = 4
export LEC_CHECK = 1
export CORE_UTILIZATION = 40
--- constraint.sdc ---
current_design top

set clk_period 3.3
set clk_io_pct 0.2

create_clock -name clk0 -period $clk_period [get_ports {bclk}]
create_clock -name clk1 -period $clk_period [get_ports {mclk}]

set non_clock_inputs [all_inputs -no_clocks]
set_input_delay [expr $clk_period * $clk_io_pct] -clock clk0 $non_clock_inputs
set_output_delay [expr $clk_period * $clk_io_pct] -clock clk0 [all_outputs]
==> impl_metrics.toml <==
# generated from flow reports
[yosys]
edf_count = 0
top_area_cell = "dfrtn_1"
synth_area_um2 = 5150
ys_cells = 449
syn_area_per_cell_um2 = 11.5
synth.distinct_cells = 64
syn_inst = 449
top_cell_area_share_pct = 31.6
ys_seq_share_pct = 56.5
yosys-top-cells-area = "dfrtn_1 32%, dfrtp_1 22%, mux2_2 4.2%"
common_cells = "65 x dfrtn_1, 46 x dfrtp_1, 33 x a21oi_1"
synthMostInstantiatedCell = "dfrtn_1"
ys_seq_elements = 116
async_reset_ff_share_pct = 100
synthFlopType = "dfrtn_1"
synth-warning-count = 11
ys_area_um2 = 5150

[power_and_ir_drop]
clock_power_share_pct = 36.7
power_density_nw_per_um2 = 665
p_switching_uw = 1080
pwr-share-seq_pct = 46.6
ir_drop_mv = 0.284
power.switching_fraction_pct = 27.0
intPower_uw = 2920
p_leak_uw = 0.00288
pwr-share-comb_pct = 16.8

[setup_path]
ff2ff_path_depth = 4
arrival_ns = 2.94
worstPathBufferInverterCount = 2
critical-path-top-delay-family = "flip-flops"
critPathKind = "flip-flop to output pin"
end_kind = "output pin"
slowest_delay_ns = 0.51
setup.worst_path.start_class = "flip-flop"
cp.required_ns = 2.64
r2r_slack_ns = 0.21
crit_slowest_cell = "dfstp_2"
crit_fanout = 2
timing.rr.end = "i2s_write_0.buffer_r[0]"
r2r_start = "i2s_write_0.daclrc_new_r"
path_cells = "inv_2, o41ai_4, buf_2"

[finish]
drive_above_1_share_pct = 20.4
area_delta_synth_final_pct = 16.8
finalNonFillerCells = 661
final_area_um2 = 6010

[sta]
setup_viol = 3
maxSlewViolCount = 0
worst_pin_slew_ns = 0.742
finalClockSkew_ns = 0.0480
final-hold-violation-count = 0
grt_setup_unrepaired = "true"
relSlewSlack_pct = 50.4
worst_slack_ns = -0.303

[routing]
final_antenna_net_count = 0
viasPerCell = 5.18
drt-total-wl_um = 9440
antennaDiodeCount = 0
drt_pass1_iterations = 4
via_count = 3426
wl_per_cell_um = 14.3
drtIter0Drc = 200
drc = 0

[floorplanning]
die_h_um = 115
boundaryPins = 11
die_area_um2 = 13300
fp_util_pct = 41.0
core_um2 = 12600
die_w_um = 115
num_rows = 41

[hold_path]
holdCritStartpoint = "i2c_init_0.state_r[3]"
hold_depth = 0
hp-class = "flip-flop to flip-flop"
hold_end = "i2c_init_0.state_r[8]"

[placed_design]
post_dp_cell_area_um2 = 5480
hpwl_um = 6270
dp.cells = 628
gp_congestion = 0.839
io_buffers = 7

[flow_run]
max_cap_violations = 0
tool_warnings = 40

[global_route]
grtUsageTotal_pct = 16.2
antenna_found_initial = 0
grt_pass1_vias = 3412
grt_max_degree = 50
overflow = 0
grt_pass1_wl_um = 16600

[clocking]
cts_tree = "yes"
ctsHoldBuffers = 0
cts_sinks = 116
clk_pin_slew_ns = 0.05

[run_status]
status = "finished, violations left"
violations = "negative setup slack"
-- timing repair --
action,in CTS,in global routing
setup buffers,7,1
hold endpoints to repair,0,0
resized,15,3
endpoints found under the setup margin,3,3
pin swaps,4,2
-- power groups by stage --
stage | combinational, uW | sequential [uW] | clock, uW
finish | 671 | 1860 | 1470
CTS | 681 | 1870 | 1510
global route | 758 | 1900 | 1570
-- final cells by class --
class                           count  area, um^2
Timing Repair Buffer               34         256
Fill cell                        1068        6550
Clock inverter                      7        41.3
Clock buffer                       20         424
Sequential cell                   116        2910
Inverter                           19        71.3
Tap cell                          172         215
Multi-Input combinational cell    293        2100
-- flip-flops by register name, summed over array words and instances (netlist names), 3 cells and up --
name,cells
i2s_write_0.counter_r,4
i2s_read_0.state_r,4
i2c_init_0.buffer_r,8
i2c_init_0.state_r,10
i2s_write_0.buffer_r,16
i2s_read_0.buffer_r,16
i2c_init_0.bit_idx_r,3
i2s_write_0.next_r,16
i2c_init_0.data_idx_r,5
state_r,3
counter_r,3
buffer_r,16
i2s_write_0.state_r,5
i2s_read_0.counter_r,4
-- routing by layer --
| layer | global-route usage (%) | up-vias | routed length (um) |
|---|---|---|---|
| met4 | 2.34 | 0 | 145 |
| met5 | 0 | - | 0 |
| li1 | - | 1670 | - |
| met3 | 2.88 | 11 | 256 |
| met2 | 24.6 | 39 | 4460 |
| met1 | 26.1 | 1706 | 4580 |
-- how the worst max path moves through the flow --
stage | start | end | slack, ns | depth (start not counted)
6_report | i2c_init_0.sdat_r | sdat | -0.30 | 3
5_1_grt | i2c_init_0.sdat_r | sdat | -0.36 | 3
4_1_cts | i2c_init_0.sdat_r | sdat | -0.36 | 3
-- through the flow --
stage	power [uW]	hold WS, ns	setup TNS (ns)	util (%)	setup WS (ns)
2_1_floorplan	2370	0.314	-15.82	-	-1.04
3_3_place_gp	2550	0.320	-0.785	43.6	-0.416
3_5_place_dp	2570	0.320	-0.805	43.6	-0.405
4_1_cts	4050	0.338	-0.506	47.7	-0.363
5_1_grt	4230	0.353	-0.576	47.9	-0.356
6_report	4000	0.339	-0.433	47.9	-0.303
-- cells by family (layout without fill, tap and decap cells) --
| logic type | count (synthesis) | count (layout) | share of synthesized area [%] |
|---|---|---|---|
| compound gates | 123 | 123 | 16.4 |
| xor+xnor | 12 | 12 | 2.55 |
| fa+ha+maj | 12 | 12 | 2.92 |
| buf+inv | 40 | 80 | 3.35 |
| flops | 116 | 116 | 56.5 |
| mux | 39 | 39 | 8.07 |
| other cells | 1 | 1 | 0.0729 |
| simple gates | 106 | 106 | 10.2 |
-- cell usage in the layout, fill, tap and decap left out, types with 3 or more instances in the layout --
| master | n |
|---|---|
| dfrtn_1 | 65 |
| inv_2 | 3 |
| ha_1 | 12 |
| o21ai_0 | 26 |
| nand2_1 | 28 |
| o21ai_1 | 5 |
| mux2_2 | 19 |
| nand3_1 | 10 |
| a22o_1 | 22 |
| clkbuf_16 | 15 |
| a31oi_1 | 3 |
| a21oi_1 | 32 |
| or2_2 | 3 |
| clkdlybuf4s50_1 | 3 |
| inv_1 | 19 |
| buf_4 | 26 |
| buf_2 | 4 |
| nor2_1 | 30 |
| mux2i_1 | 19 |
| dfstp_2 | 5 |
| and3_1 | 9 |
| dfrtp_1 | 46 |
| and2_1 | 4 |
| nor2b_1 | 4 |
| xnor2_1 | 6 |
| xor2_1 | 4 |
| o22ai_1 | 6 |
| clkbuf_8 | 3 |
No activity file was given, so power comes from the tool's default toggle rates.
