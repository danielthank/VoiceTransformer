File: design.v
module fft(clk,rst,fir_data,fir_valid,fft_data,fft_valid,freq,fft_fin);
input clk;
input rst;
input fir_valid;
input [15:0] fir_data;
output reg fft_valid,fft_fin;
output reg [31:0] fft_data;
output reg [3:0] freq;
integer i;
parameter signed w0_r = 20'h10000, w0_i = 20'h00000;
parameter signed w1_r = 20'h0EC83, w1_i = 20'hF9E09;
parameter signed w2_r = 20'h0B504, w2_i = 20'hF4AFC;
parameter signed w3_r = 20'h061F7, w3_i = 20'hF137D;
parameter signed w4_r = 20'h00000, w4_i = 20'hF0000;
parameter signed w5_r = 20'hF9E09, w5_i = 20'hF137D;
parameter signed w6_r = 20'hF4AFC, w6_i = 20'hF4AFC;
parameter signed w7_r = 20'hF137D, w7_i = 20'hF9E09;
reg [ 3:0] count_st1;
reg      fft1_state;
reg      fft1_state_n;
reg [ 2:0] count_st2;
reg      fft2_state;
reg      fft2_state_n;
reg [ 1:0] count_st3;
reg      fft3_state;
reg      fft3_state_n;
reg [ 3:0]  count_st4;
reg      fft4_state;
reg      fft4_state_n;
reg [15:0] fft_fifo1 [7:0];
reg [23:0] fft_fifo2_r [3:0];
reg [23:0] fft_fifo2_i [3:0];
reg [15:0] fft_fifo3_r [1:0];
reg [15:0] fft_fifo3_i [1:0];
reg [15:0] fft_fifo4_r ;
reg [15:0] fft_fifo4_i ;
reg signed [19:0] fft_st1_coeff_r_r;
reg signed [19:0] fft_st1_coeff_i_r;
reg rounds1_r;
reg rounds1;
reg signed [19:0] fft_st2_coeff_r_r;
reg rounds2_r2;
reg rounds2_r;
reg rounds2;
reg signed [15:0] fft_st1_out_r;
reg               fft_st1_sel_r;
reg signed [19:0] fft_st1_coeff_r;
reg signed [19:0] fft_st1_coeff_i;
reg signed [23:0] fft_st1_mr_r;
reg signed [23:0] fft_st1_mi_r;
reg               fft_st1_sel_r2;
reg               fft_st2_en_r;
reg               fft_st2_en_r2;
reg signed [19:0] fft_st2_coeff_r;
reg signed [19:0] fft_st2_coeff_i;
reg signed [23:0] fft_st2_outr_r;
reg signed [23:0] fft_st2_outi_r;
reg signed [15:0] fft_st2_mr_r;
reg signed [15:0] fft_st2_mi_r;
reg               fft_st3_en_r;
reg               fft_st3_en_r2;
reg signed [15:0] fft_st3_outr_r;
reg signed [15:0] fft_st3_outi_r;
reg               fft_st4_en_r;
reg signed [15:0] fft_st4_outr_r;
reg signed [15:0] fft_st4_outi_r;
wire       fft_st1_sel = (count_st1>=4'd8);
wire[15:0] fft_fifo1_out = fft_fifo1[7]; 
wire[15:0] fft_st1_add = fft_fifo1_out+fir_data;  
wire[15:0] fft_st1_sub = fft_fifo1_out-fir_data;  
wire[15:0] fft_fifo1_in = (fft_st1_sel==1'b0)?fir_data:fft_st1_sub; 
wire[15:0] fft_st1_out  = (fft_st1_sel==1'b0)?fft_fifo1_out:fft_st1_add; 
wire signed [35:0] fft_st1_mr = fft_st1_coeff_r_r* fft_st1_out_r;
wire signed [35:0] fft_st1_mi = fft_st1_coeff_i_r* fft_st1_out_r;
wire       fft_st2_sel = (count_st2>=4'd4);
wire[23:0] fft_fifo2_r_out = fft_fifo2_r[3];
wire[23:0] fft_fifo2_i_out = fft_fifo2_i[3];
wire[23:0] fft_st2_r_add = fft_fifo2_r_out+fft_st1_mr_r;  
wire[23:0] fft_st2_i_add = fft_fifo2_i_out+fft_st1_mi_r;
wire[23:0] fft_st2_r_sub = fft_fifo2_r_out-fft_st1_mr_r; 
wire[23:0] fft_st2_i_sub = fft_fifo2_i_out-fft_st1_mi_r; 
wire[23:0] fft_fifo2_r_in = (fft_st2_sel==1'b0)?fft_st1_mr_r:fft_st2_r_sub;
wire[23:0] fft_fifo2_i_in = (fft_st2_sel==1'b0)?fft_st1_mi_r:fft_st2_i_sub;
reg [23:0] fft_fifo2_add ;
reg [23:0] fft_fifo2_sub ;
wire[23:0] fft_st2_r_out  = (fft_st2_sel==1'b0)?fft_fifo2_add:fft_st2_r_add;
wire[23:0] fft_st2_i_out  = (fft_st2_sel==1'b0)?fft_fifo2_sub:fft_st2_i_add;
wire signed [43:0] fft_st2_mr = fft_st2_coeff_r_r* fft_st2_outr_r;
wire signed [43:0] fft_st2_mi = fft_st2_coeff_r_r* fft_st2_outi_r;
wire       fft_st3_sel = (count_st3>=4'd2);
wire[15:0] fft_fifo3_r_out = fft_fifo3_r[1];
wire[15:0] fft_fifo3_i_out = fft_fifo3_i[1];
wire       rounds2r_r3 =fft_st2_mr_r[15]&rounds2_r2;
wire       rounds2i_r3 =fft_st2_mi_r[15]&rounds2_r2;
wire[15:0] fft_st3_r_add = fft_fifo3_r_out+fft_st2_mr_r+rounds2r_r3;  
wire[15:0] fft_st3_i_add = fft_fifo3_i_out+fft_st2_mi_r+rounds2i_r3;
wire[15:0] fft_st3_r_sub = fft_fifo3_r_out-fft_st2_mr_r-rounds2r_r3; 
wire[15:0] fft_st3_i_sub = fft_fifo3_i_out-fft_st2_mi_r-rounds2i_r3; 
wire[15:0] fft_fifo3_r_in = (fft_st3_sel==1'b0)?fft_st2_mr_r:fft_st3_r_sub;
wire[15:0] fft_fifo3_i_in = (fft_st3_sel==1'b0)?fft_st2_mi_r:fft_st3_i_sub;
wire[15:0] fft_st3_r_out  = (fft_st3_sel==1'b0)?fft_fifo3_r_out:fft_st3_r_add;
wire[15:0] fft_st3_i_out  = (fft_st3_sel==1'b0)?fft_fifo3_i_out:fft_st3_i_add;
wire[15:0] fft_st3_r_out2 = (count_st3==2'd1)? fft_st3_i_out:fft_st3_r_out;
wire[15:0] fft_st3_i_out2 = (count_st3==2'd1)? -fft_st3_r_out:fft_st3_i_out;
wire       fft_st4_sel = (count_st4[0]>=1'd1);
wire[15:0] fft_fifo4_r_out = fft_fifo4_r;
wire[15:0] fft_fifo4_i_out = fft_fifo4_i;
wire[15:0] fft_st4_r_add = fft_fifo4_r_out+fft_st3_outr_r;  
wire[15:0] fft_st4_i_add = fft_fifo4_i_out+fft_st3_outi_r;
wire[15:0] fft_st4_r_sub = fft_fifo4_r_out-fft_st3_outr_r; 
wire[15:0] fft_st4_i_sub = fft_fifo4_i_out-fft_st3_outi_r; 
wire[15:0] fft_fifo4_r_in = (fft_st4_sel==1'b0)?fft_st3_outr_r:fft_st4_r_sub;
wire[15:0] fft_fifo4_i_in = (fft_st4_sel==1'b0)?fft_st3_outi_r:fft_st4_i_sub;
wire[15:0] fft_st4_r_out  = (fft_st4_sel==1'b0)?fft_fifo4_r_out:fft_st4_r_add;
wire[15:0] fft_st4_i_out  = (fft_st4_sel==1'b0)?fft_fifo4_i_out:fft_st4_i_add;
reg [3:0] freq_o;
always@(posedge clk)
  if(rst)begin
    fft_data <=0;
    fft_valid<=0;
    freq<=0;
    fft_fin<=0;
  end
  else begin
   fft_data <= {fft_st4_r_out,fft_st4_i_out};
   fft_valid<= fft4_state;
   freq     <= freq_o;
   fft_fin  <= (count_st4==4'd0&fft4_state);
  end 
always@(*)
  case(count_st4)
  4'd1: freq_o = 4'd0;
  4'd2: freq_o = 4'd8;
  4'd3: freq_o = 4'd4;
  4'd4: freq_o = 4'd12;
  4'd5: freq_o = 4'd2;
  4'd6: freq_o = 4'd10;
  4'd7: freq_o = 4'd6;
  4'd8: freq_o = 4'd14;
  4'd9: freq_o = 4'd1;
  4'd10: freq_o = 4'd9;
  4'd11: freq_o = 4'd5;
  4'd12: freq_o = 4'd13;
  4'd13: freq_o = 4'd3;
  4'd14: freq_o = 4'd11;
  4'd15: freq_o = 4'd7;
  4'd0: freq_o = 4'd15;
  endcase
always@(*)
  case(fft4_state)
  1'b0: if(fft_st4_en_r==1'b1 & count_st4[0]>=1'd0) fft4_state_n=1'b1; else fft4_state_n=1'b0;
  1'b1: if(fft_st4_en_r==1'b0 & count_st4[0]==1'd0) fft4_state_n=1'b0; else fft4_state_n=1'b1;
  endcase
always@(posedge clk)
  if(rst) fft4_state <=  0;
  else    fft4_state <=  fft4_state_n;
always@(posedge clk)
  if(rst)                count_st4 <=0;
  else if(fft_st4_en_r||fft4_state) count_st4 <= count_st4+4'd1;
always@(posedge clk)
  if(rst) begin
    fft_fifo4_r<=0;
    fft_fifo4_i<=0;
  end
  else begin 
    fft_fifo4_r<=fft_fifo4_r_in;
    fft_fifo4_i<=fft_fifo4_i_in;
  end
always@(*)
  case(fft3_state)
  1'b0: if(fft_st3_en_r2==1'b1 & count_st3>=4'd1) fft3_state_n=1'b1; else fft3_state_n=1'b0;
  1'b1: if(fft_st3_en_r2==1'b0 & count_st3==4'd1) fft3_state_n=1'b0; else fft3_state_n=1'b1;
  endcase
always@(posedge clk)
  if(rst) fft3_state <=  0;
  else    fft3_state <=  fft3_state_n;
always@(posedge clk)begin 
  if(rst) begin
    count_st3 <=0;
  end
  else if(fft_st3_en_r2) begin 
    count_st3 <= count_st3+2'd1;
  end 
end
always@(posedge clk)begin 
  if(rst) begin
     for(i=0;i<=1;i=i+1)begin
       fft_fifo3_r[i]<=0;
       fft_fifo3_i[i]<=0;
     end
  end
  else begin 
    fft_fifo3_r[0]<=fft_fifo3_r_in;
    fft_fifo3_i[0]<=fft_fifo3_i_in;
    for(i=1;i<=1;i=i+1)begin
      fft_fifo3_r[i]<=fft_fifo3_r[i-1]; 
      fft_fifo3_i[i]<=fft_fifo3_i[i-1];
    end
  end 
end
always@(posedge clk)begin 
  if(rst) begin
   fft_st3_outr_r<=0;
   fft_st3_outi_r<=0;
    fft_st4_en_r  <=0;
  end
  else begin 
   fft_st3_outr_r<=fft_st3_r_out2;
   fft_st3_outi_r<=fft_st3_i_out2;
    fft_st4_en_r  <=fft3_state;
 end 
end
always@(posedge clk)begin
  if(rst)begin
    fft_st2_coeff_r_r<=0;
    rounds2_r<=0;
  end
  else begin
    fft_st2_coeff_r_r<= fft_st2_coeff_r;
    rounds2_r<=rounds2;
  end
end
always@(*)
  case(fft2_state)
  1'b0: if(fft_st2_en_r2==1'b1 & count_st2>=4'd3) fft2_state_n=1'b1; else fft2_state_n=1'b0;
  1'b1: if(fft_st2_en_r2==1'b0 & count_st2==4'd3) fft2_state_n=1'b0; else fft2_state_n=1'b1;
  endcase
always@(posedge clk)
  if(rst) fft2_state <=  0;
  else    fft2_state <=  fft2_state_n;
always@(posedge clk)begin 
  if(rst) begin
    count_st2 <=0;
  end
  else if(fft_st2_en_r2||fft2_state) begin 
    count_st2 <= count_st2+3'd1;
  end 
end
always@(posedge clk)begin 
  if(rst) begin
     for(i=0;i<=3;i=i+1)begin
       fft_fifo2_r[i]<=0;
       fft_fifo2_i[i]<=0;
     end
  end
  else begin 
    fft_fifo2_r[0]<=fft_fifo2_r_in;
    fft_fifo2_i[0]<=fft_fifo2_i_in;
    for(i=1;i<=3;i=i+1)begin
      fft_fifo2_r[i]<=fft_fifo2_r[i-1]; 
      fft_fifo2_i[i]<=fft_fifo2_i[i-1];
    end
  end 
end
always@(posedge clk)begin 
  if(rst) begin
   fft_st2_outr_r<=0;
   fft_st2_outi_r<=0;
    fft_st2_mr_r  <= 0;
    fft_st2_mi_r  <= 0;
    fft_st3_en_r  <=0;
    fft_st3_en_r2 <=0;
    rounds2_r2    <=0;    
  end
  else begin 
   fft_st2_outr_r<=fft_st2_r_out;
   fft_st2_outi_r<=fft_st2_i_out;
    fft_st2_mr_r  <= fft_st2_mr[39:24];
    fft_st2_mi_r  <= fft_st2_mi[39:24];
    fft_st3_en_r  <=fft2_state;
    fft_st3_en_r2 <=fft_st3_en_r;
    rounds2_r2    <=rounds2_r;
 end 
end
always@(*)begin
  rounds2 =1'b0;	
  case(count_st2)
  3'd1: begin fft_st2_coeff_r = w2_r;   rounds2 =1'b1; fft_fifo2_add = fft_fifo2_r_out+fft_fifo2_i_out;  fft_fifo2_sub = fft_fifo2_i_out-fft_fifo2_r_out; end
  3'd2: begin fft_st2_coeff_r = w0_r;   fft_fifo2_add = fft_fifo2_i_out;  fft_fifo2_sub = -fft_fifo2_r_out; end
  3'd3: begin fft_st2_coeff_r = w6_r;   rounds2 =1'b1; fft_fifo2_add = fft_fifo2_r_out-fft_fifo2_i_out;  fft_fifo2_sub = fft_fifo2_i_out+fft_fifo2_r_out;end
  default:  begin fft_st2_coeff_r = w0_r;  fft_fifo2_add = fft_fifo2_r_out;  fft_fifo2_sub = fft_fifo2_i_out;  end
  endcase
end
always@(posedge clk)begin
  if(rst)begin
    fft_st1_coeff_r_r<=0;
    fft_st1_coeff_i_r<=0;
    rounds1_r<=0;
  end
  else begin
    fft_st1_coeff_r_r<= fft_st1_coeff_r;
    fft_st1_coeff_i_r<= fft_st1_coeff_i;
    rounds1_r<=rounds1;
  end
end
always@(*)
  case(fft1_state)
  1'b0: if(fir_valid==1'b1 & count_st1>=4'd7) fft1_state_n=1'b1; else fft1_state_n=1'b0;
  1'b1: if(fir_valid==1'b0 & count_st1==4'd7) fft1_state_n=1'b0; else fft1_state_n=1'b1;
  endcase
always@(posedge clk)
  if(rst) fft1_state <=  0;
  else    fft1_state <=  fft1_state_n;
always@(posedge clk)begin 
  if(rst) begin
    count_st1 <=0;
  end
  else if(fir_valid||fft1_state) begin 
    count_st1 <= count_st1+4'd1;
  end 
end
always@(posedge clk)begin 
  if(rst) begin
    for(i=0;i<=7;i=i+1)
	  fft_fifo1[i]<=0;
  end
  else begin 
    fft_fifo1[0]<=fft_fifo1_in;
    for(i=1;i<=7;i=i+1)
	  fft_fifo1[i]<=fft_fifo1[i-1];
  end 
end
always@(posedge clk)begin 
  if(rst) begin
    fft_st1_out_r <=0;
    fft_st1_mr_r  <=0;
    fft_st1_mi_r  <=0;
    fft_st2_en_r  <=0;
    fft_st2_en_r2 <=0;
  end
  else begin 
    fft_st1_out_r <= fft_st1_out;
    fft_st1_mr_r  <= fft_st1_mr[31:8]+(rounds1_r&fft_st1_mr[35]);
    fft_st1_mi_r  <= fft_st1_mi[31:8]+(rounds1_r&fft_st1_mi[35]);
    fft_st2_en_r  <= fft1_state;
    fft_st2_en_r2 <= fft_st2_en_r;
  end 
end
always@(*)begin
  rounds1=1'b0;	
  case(count_st1)
  4'd1:  begin fft_st1_coeff_r = w1_r;  fft_st1_coeff_i = w1_i; rounds1=1'b1; end
  4'd2: begin fft_st1_coeff_r = w2_r;  fft_st1_coeff_i = w2_i;rounds1=1'b1; end
  4'd3: begin fft_st1_coeff_r = w3_r;  fft_st1_coeff_i = w3_i;rounds1=1'b1; end
  4'd4: begin fft_st1_coeff_r = w4_r;  fft_st1_coeff_i = w4_i; end
  4'd5: begin fft_st1_coeff_r = w5_r;  fft_st1_coeff_i = w5_i;rounds1=1'b1; end
  4'd6: begin fft_st1_coeff_r = w6_r;  fft_st1_coeff_i = w6_i;rounds1=1'b1; end
  4'd7: begin fft_st1_coeff_r = w7_r;  fft_st1_coeff_i = w7_i;rounds1=1'b1; end
  default:  begin fft_st1_coeff_r = w0_r;  fft_st1_coeff_i = w0_i; end
  endcase
end
endmodule 
File: run.sh
#!/bin/bash
# OpenROAD 26Q1-2900-gdf79404cd8, Yosys 0.63+post, stock flow scripts
make -C /OpenROAD-flow-scripts/flow DESIGN_CONFIG=/design/flow/config.mk WORK_HOME=/design/flow/orfs finish
File: config.mk
export PLATFORM = sky130hd
export DESIGN_NAME = fft
export DESIGN_NICKNAME = fft
export VERILOG_FILES = /design/flow/design.v
export SDC_FILE = /design/flow/constraint.sdc
export NUM_CORES = 4
export LEC_CHECK = 1
export CORE_UTILIZATION = 40
File: constraint.sdc
current_design fft

set clk_period 23.0
set clk_io_pct 0.2

create_clock -name clk0 -period $clk_period [get_ports {clk}]

set non_clock_inputs [all_inputs -no_clocks]
set_input_delay [expr $clk_period * $clk_io_pct] -clock clk0 $non_clock_inputs
set_output_delay [expr $clk_period * $clk_io_pct] -clock clk0 [all_outputs]
==> GITHUB_STEP_SUMMARY <==
## PnR job results

| Metric | Value |
|---|---|
| Internal power | about 2 mW |
| RePlAce Congestion | roughly 1 |
| Met1 Use GR | 33.3% |
| Vias per cell | around 4.9 |
| Boundary Pins | 57 |
| Yosys top cell area share | 33.1% |
| Switching part of the total | 23.7% |
| Reg-to-Reg End | fft_st1_mr_r[20] |
| M2 GR Usage | 33.0% |
| Post-synth EDFFs | 0 |
| Yosys cell types | 88 |
| Max-capacitance violation count | 0 |
| Logic pwr share | 2.7% |
| IO buf count | 56 |
| Pre-Place Util | approximately two fifths |
| Post-synth top cells | 1852 x inv_1, 1333 x fa_1, 795 x ha_1 |
| CP dominant cell by count | fa_1 |
| Placed Cells | 11200 |
| Finished Layout Cells | 11400 |
| Post-synthesis chip area from yosys | approximately 0.081 mm2 |
| Share of cells above drive strength 1 | 3.16% |
| Num CTS Buffers | between 80 and 90 |
| Fmax | 103 MHz |
| Synthesis Warnings | 6 |
| Cell Pwr Density | 30.9 mW/mm2 |
| Leakage power | 41.1 nW |
| GRT Total Usage | 22.2% |
| Seq/Total Area, Yosys | 16.9% |
| Hold endpoint | fft_fifo2_r[3][23] |
| Clk latency late pin | approximately 730 ps |
| DRC Markers | 0 |
| Reg2reg path depth | 32 |
| Seq pwr share | 44.4% |
| Synth area leaders | fa_1 33%, dfxtp_1 17%, ha_1 12% |
| Startpoint Class | register |
| Crit share post-route | 42.1% |
| Detailed-route wire length | about 210000 um |
| Via count of the first global-routing pass | 58600 |
| Min-Delay Path Depth | 1 |
| Root Driver | clkbuf_16 |
| Most frequent cell after synthesis | inv_1 |
| Total power | 2.69 mW |
| Setup violators final | 0 |
| DIE AREA | between 0.2 and 0.25 mm2 |
| Async S/R FF share, synth | 0% |
| # hold bufs at CTS | 0 |
| Initial antenna violation count | 8 |
| Most Used Layer, Global Route | met1 |
| Grt total ovfl | 0 |
| Min-delay worst type | register to register |
| Rel. slew slack | 12.7% |
| Grt met3 use | 6.94% |
| Clock skew | 91.1 ps |
| Cell Area, Synth | about 0.08 mm2 |
| # rows | 164 |
| Max incr delay on CP | 810 ps |
| DR iter-0 viols | 3200 |
| Vias | 56000 |
| CTS tree | built |
| Crit path kind | register to register |
| Fin crit period | approximately 9700 ps |
| Avg Cell Area, Syn | 9.27 um2 |
| Worst VDD drop | 65.9 uV |
| Reg2reg start | fft_st1_coeff_r_r[18] |
| Clock-pin slew on the worst setup and hold paths | 60 ps |
| Worst setup margin | around 13000 ps |
| Slew Viols, Final | 0 |
| Syn Inst Count | 8686 |
| Die Span Y | 451 um |
| Drt first pass iters | 8 |
| Yosys Instances | 8686 |
| Tool warning count | 190 |
| CP arrival | approximately 10000 ps |
| First-pass GRT wire length | 335000 um |
| Clk pwr share | 53.0% |
| Final Hold Fails | 0 |
| Clock Path Buffers | 3 |
| Final Util | 43.5% |
| Slew @ Worst Pin | 1280 ps |
| Clk sink count | approximately 680 |
| Antenna viol nets, final | 0 |
| Setup bufs post-CTS | 0 |
| Number of synthesized register bits | 678 |
| Yosys top cell by area | fa_1 |
| Drt wl/cell | 18.3 um |
| DP HPWL | 171000 um |
| Placement Setup Slack | 13410 ps |
| Post-cts resize count | 0 |
| R2R setup slack | about 13000 ps |
| Crit-path max FO | 16 |
| Largest net degree at the start of global routing | 132 |
| HP Start | fft_fifo2_r[2][23] |
| Core footprint | 0.200 mm2 |
| Setup TNS | 0 ps |
| Critical path capture point type | register |
| Die width | 451 um |
| Area grow syn2layout | 8.06% |
| Primary FF master, synth | dfxtp_1 |
| Crit-path slowest cell | dfxtp_1 |
| Status | finished, final reports clean |
| Crit path DRT | 23500 ps |
| RSZ-0062 raised after global routing | no |
| Net switching power | ~640 uW |
| H-tree levels | 3 |
==> power groups by stage <==
stage	sequential, mW	clock [mW]	combinational, mW
finish	1.19	1.42	0.0716
global route	1.19	1.51	0.0791
CTS	1.19	1.46	0.0722
==> state kept, by name, indices dropped and copies added, names as in the netlist, 8 cells and up <==
| register | cells |
|---|---|
| fft_fifo1 | 128 |
| fft_fifo2_i | 96 |
| fft_fifo4_i | 16 |
| fft_st1_coeff_i_r | 8 |
| fft_st1_coeff_r_r | 12 |
| fft_data | 32 |
| fft_fifo3_i | 32 |
| fft_fifo2_r | 96 |
| fft_st2_outr_r | 24 |
| fft_st1_out_r | 16 |
| fft_st3_outi_r | 16 |
| fft_fifo3_r | 32 |
| fft_st2_outi_r | 24 |
| fft_st3_outr_r | 16 |
| fft_fifo4_r | 16 |
| fft_st2_mi_r | 16 |
| fft_st1_mr_r | 24 |
| fft_st2_mr_r | 16 |
| fft_st1_mi_r | 24 |
==> through the flow <==
step	hold WS, ps	instance area, um2
2_1_floorplan	414	80500
6_report	373	87000
5_1_grt	379	87000
3_5_place_dp	420	84000
3_3_place_gp	415	84000
4_1_cts	363	87000
==> worst max-delay path by stage <==
stage / endpoint / startpoint / cells past startpoint
final: fft_st1_mr_r[20] / fft_st1_coeff_r_r[18] / 32
after global routing: fft_st1_mr_r[20] / fft_st1_out_r[1] / 31
after CTS: fft_st1_mr_r[20] / fft_st1_coeff_r_r[18] / 32
==> metal layers <==
metal / part of all wire [%] / vias up
li1: - / 27000
met1: 45 / 27400
met2: 45 / 1374
met3: 8.1 / 280
met4: 2.7 / 10
met5: 0.031 / -
==> area by class of cell <==
type                    instances  area (um2)
fillers                     19100      113000
repair buffers                133        1160
flip-flops and latches        678       13600
clock buffers                 103        2250
multi-input cells            5874       59000
clock inverters                49         782
inverters                    1856        6970
diodes                          2        5.00
well taps                    2656        3320
==> worst max-delay path, delay by kind of cell (launching register included) <==
family                     cells  cell delay, ps
AOI/OAI and AO/OA             11            2710
xor gates and xnor gates       2             410
adders and majority gates      9            3830
buffers and inverters          3             150
DFF                            1             810
and+or+nand+nor                7            1550
==> kinds of logic (layout without fill, tap and decap cells) <==
kind of cell    Yosys count  after routing  share of synthesized area (%)
fa+ha+maj              2129           2129                           45.5
other cells               0              2                              0
flops                   678            678                           16.9
buf+inv                2134           2141                           9.95
xor+xnor                413            413                           4.49
mux                      61             61                          0.760
compound gates         1146           1146                           9.32
simple gates           2125           2125                           13.1
==> cells in the final DEF (no fill, tap or decap), types with 81 or more instances in the layout <==
cell type	n
xnor2_1	292
dfxtp_1	673
a21oi_1	347
inv_1	1852
fa_1	1333
ha_1	794
a211oi_1	91
o21ai_0	220
and2_1	227
nor2b_1	355
nand2_1	505
nand2b_1	112
xor2_1	121
clkbuf_16	82
nor2_1	548
nand3_1	81
nor3_1	96
Power is estimated from default activity; no workload was simulated.
